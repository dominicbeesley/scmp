$ cat design.v
module seg8_4(
	input clk,
	input nrst,
	input [15:0] number,
	input [3:0] dot,
	output reg [3:0] sel,
	output [7:0] seg	
);
reg [3:0] 	data;
reg 		data_dot;
reg [31:0] 	count1;
always_ff @(posedge clk, negedge nrst)
begin
	if(!nrst) begin
		sel <= 4'b1000;
	end
	else if(sel == 4'b0001) begin
		sel <= 4'b1000;
	end
	else begin
		sel <= sel >> 1;
	end
end
always_comb
begin
	case(sel)
		4'b0001: data = number[3:0];
		4'b0010: data = number[7:4];
		4'b0100: data = number[11:8];
		4'b1000: data = number[15:12];
		default: data = 0;
	endcase
	case(sel)
		4'b0001: data_dot = dot[0];
		4'b0010: data_dot = dot[1];
		4'b0100: data_dot = dot[2];
		4'b1000: data_dot = dot[3];
		default: data_dot = 1'b0;
	endcase
end
seg_8 output_seg(
	.dot(data_dot),
	.data(data),
	.seg(seg)
);
endmodule
module seg_8(
	input [3:0] data,
	input dot,
	output [7:0] seg
	);
	reg [6:0] seg2;
	assign seg = {~dot, ~seg2};
	always_comb begin
		case(data)
			4'h0: seg2 = 7'b1111110;
			4'h1: seg2 = 7'b0110000;
			4'h2: seg2 = 7'b1101101;
			4'h3: seg2 = 7'b1111001;
			4'h4: seg2 = 7'b0110011;
			4'h5: seg2 = 7'b1011011;
			4'h6: seg2 = 7'b1011111;
			4'h7: seg2 = 7'b1110000;
			4'h8: seg2 = 7'b1111111;
			4'h9: seg2 = 7'b1111011;
			4'hA: seg2 = 7'b1110111;
			4'hB: seg2 = 7'b0011111;
			4'hC: seg2 = 7'b1001110;
			4'hD: seg2 = 7'b0111101;
			4'hE: seg2 = 7'b1001111;
			4'hF: seg2 = 7'b1000111;
			default: seg2 = 0;
		endcase
	end
endmodule
$ cat run.sh
#!/bin/bash
# OpenROAD 26Q1-2900-gdf79404cd8, Yosys 0.63+post, stock flow scripts
make -C /OpenROAD-flow-scripts/flow DESIGN_CONFIG=/design/flow/config.mk WORK_HOME=/design/flow/orfs finish
$ cat config.mk
export PLATFORM = sky130hd
export DESIGN_NAME = seg8_4
export DESIGN_NICKNAME = seg8_4
export VERILOG_FILES = /design/flow/design.v
export SDC_FILE = /design/flow/constraint.sdc
export NUM_CORES = 4
export LEC_CHECK = 1
export CORE_AREA = 10 10 70 70
export DIE_AREA = 0 0 80 80
$ cat constraint.sdc
current_design seg8_4

set clk_period 3.7
set clk_io_pct 0.2

create_clock -name clk0 -period $clk_period [get_ports {clk}]

set non_clock_inputs [all_inputs -no_clocks]
set_input_delay [expr $clk_period * $clk_io_pct] -clock clk0 $non_clock_inputs
set_output_delay [expr $clk_period * $clk_io_pct] -clock clk0 [all_outputs]
==> notes.md <==
run results: hold buffer count at cts 0, slowest cell delay on critical path 410 ps, OpenROAD warnings 30, Yosys Chip Area 593 um2, Slew HR 0.658, leakage 0.000445 uW, max FFs per register 4, first-pass GRT wire length 2.93 mm, Startpoint Class primary input, largest net degree at the start of global routing 12, initial antenna violation count 0, Core Box Area 0.00342 mm2, Layout area overhead 71.9%, Top delay family on crit path buffers and inverters, FP Rows 21, final hold vios 0, filler instances 366, Final Setup Violations 0, routed vias/inst 4.19, status completed, DRT Pass-1 Iters 4, pwr dens 125 mW/mm2, Tcrit/Tclk final 0.975, min-delay worst type flop to flop, routed vias 608, fraction of layout instances using a drive strength above 1 0.212, Mux area share 0.127, Clock transition at path regs 40 ps, Layout Cells excl Fill 145, vias in the first global route 616, Seq share, synth 0.171, f_max 277 MHz, yosys aoi share 0.278, DRC 0, ANT cells 0, cts repair resizes 0, H-tree depth 1, WP data arrival 2870 ps, yosys adder share 0.127, Max Fanout on Critical Path 5, crit path cell chain clkdlybuf4s50_1, a22o_1, a221oi_4, inv_2, ha_1, mux2_4, a22o_1, clkdlybuf4s50_1, Post-CTS Setup Inserts 0, fin crit period 3610 ps, placed insts 141, CP Capture Type primary output, IO Pins 34, Die Y 80 um, iteration-0 DRC count of the detailed router 25, cells in synth_stat.txt 61, Die W 80 um, all-layer global routing usage 0.0556, HPWL Detailed 1.61 mm, clock latency (worst-skew pair) 240 ps, aggregate routed wire length 1.88 mm, Top reg by flops sel, async set or reset register ratio after synthesis 1.00, CTS Sinks 4, Die Area 0.00640 mm2, CTS max path bufs 2, synthesized cell area 593 um2, critical path class primary input to primary output, Crit-path slowest cell clkdlybuf4s50_1, EDFF count, synth 0, Root Buffer clkbuf_4, drt wl/cell 13.0 um, Seq cells post-synth 4, CP bufs+invs 3, CTS Buf Count 3, VDD IR max 0.147 mV, WP data required 2960 ps, Max-cap violations 0, number of port buffers 33, Logic family by area AND-OR/OR-AND gates, Yosys cell types 34, CTS tree done, clk_skew 4.19 ps, Post-Synth Simple-Gate Area 0.198, Placer Congestion 0.731, fp_density 0.174, Mapped Cells 61, Synthesis Warnings 2, worst slew pin tran 512 ps, Top FF cell, synth dfrtp_1, Mean Syn Cell Area 9.72 um2, Slew Limit Fails 0, pre-CTS setup slack 74.0 ps, Routed Antenna Nets 0, global route overflow 0, Setup WS post-layout 94.0 ps, Sum Neg Setup Slack 0 ps, xor/xnor share 0.0148, Largest regs sel: 4 flops
==> area by class of cell <==
type                       instances  area [um2]  area share
multi-input combinational         48         444       0.436
inverter                           4        15.0      0.0147
timing repair buffer              39         375       0.368
clock buffer                       4        26.3      0.0258
tap                               46        57.6      0.0564
sequential                         4         101      0.0994
==> per-stage QoR <==
| stage | total power (uW) | instance area [um2] | utilization | hold WS, ps |
|---|---|---|---|---|
| finish | 128 | 1020 | 0.299 | 465 |
| global route | 136 | 1020 | 0.299 | 473 |
| CTS | 131 | 1020 | 0.298 | 464 |
| detailed placement | 68.7 | 991 | 0.290 | 460 |
| global placement | 68.8 | 991 | 0.290 | 456 |
| floorplan | 45.0 | 593 | - | 444 |
==> path summary, 6_finish.rpt <==
kind	from	to	slack (ps)	depth (start not counted)
worst min register to register	sel[3]	sel[2]	460	0
worst min-delay path	sel[3]	sel[2]	460	0
min in group asynchronous	nrst	sel[0]	700	1
max in group asynchronous	nrst	sel[3]	2760	1
worst max-delay path	number[12]	seg[2]	90	8
worst max register to register	sel[1]	sel[3]	2630	1
==> metal layers <==
layer	vias up	track usage	wire, um
met4	0	0.00176	0
met2	30	0.0883	870
met5	-	0	0
met1	271	0.0726	852
met3	0	0.0227	159
li1	307	-	-
==> cell usage after synthesis (all sizes together), types with 2 or more instances <==
cell type	instances	area, um2
a221oi	2	35.0
buf	2	18.8
nand2	4	15.0
ha	6	75.1
nor4b	2	38.8
mux2i	6	60.1
nor2	2	7.51
clkbuf	2	7.51
a22o	7	65.1
a21oi	3	18.8
inv	4	15.0
dfrtp	3	75.1
nor2b	3	21.3
o22ai	2	12.5
==> power breakdown <==
| group | total (uW) | internal [uW] | switching (uW) |
|---|---|---|---|
| combinational | 24.0 | 19.5 | 4.51 |
| clock | 59.7 | 40.6 | 19.2 |
| sequential | 44.0 | 44.0 | 0 |
| total | 128 | 104 | 23.7 |
==> kinds of logic (layout without fill, tap and decap cells) <==
| group | count (synthesis) | after routing |
|---|---|---|
| buffers and inverters | 9 | 47 |
| adder cells (fa/ha/maj) | 6 | 6 |
| flip-flops | 4 | 4 |
| multiplexers | 7 | 7 |
| AND-OR/OR-AND | 18 | 18 |
| XOR/XNOR | 1 | 1 |
| AND/OR/NAND/NOR | 16 | 16 |
==> placed cells by master, fill, tap and decap left out, types with 2 or more instances in the layout <==
cell type	count
a21oi_1	2
a22o_1	4
a22o_2	3
buf_4	6
clkbuf_4	3
clkdlybuf4s50_1	33
dfrtp_1	3
ha_1	6
inv_1	3
mux2i_1	6
nand2_1	4
nor2_1	2
nor2b_2	2
o22ai_1	2
Power is estimated from default activity; no workload was simulated.
