==> /design/flow/design.v <==
module reg8 (
input	wire		rst_n,
input	wire		clk,
input	wire	[7:0]	D,
input	wire		ctl_ld,
output	reg	[7:0]	Q
	);
	always_ff @(posedge clk, negedge rst_n) begin
		if (!rst_n) begin
			Q <= 8'b0;		
		end
		else begin
			if (ctl_ld) begin
				Q <= D;
			end	
		end
	end
endmodule
==> /design/flow/run.sh <==
#!/bin/bash
# OpenROAD 26Q1-2900-gdf79404cd8, Yosys 0.63+post, stock flow scripts
make -C /OpenROAD-flow-scripts/flow DESIGN_CONFIG=/design/flow/config.mk WORK_HOME=/design/flow/orfs finish
==> /design/flow/config.mk <==
export PLATFORM = sky130hd
export DESIGN_NAME = reg8
export DESIGN_NICKNAME = reg8
export VERILOG_FILES = /design/flow/design.v
export SDC_FILE = /design/flow/constraint.sdc
export NUM_CORES = 4
export LEC_CHECK = 1
export CORE_AREA = 10 10 70 70
export DIE_AREA = 0 0 80 80
==> /design/flow/constraint.sdc <==
current_design reg8

set clk_period 1.5
set clk_io_pct 0.2

create_clock -name clk0 -period $clk_period [get_ports {clk}]

set non_clock_inputs [all_inputs -no_clocks]
set_input_delay [expr $clk_period * $clk_io_pct] -clock clk0 $non_clock_inputs
set_output_delay [expr $clk_period * $clk_io_pct] -clock clk0 [all_outputs]
==> impl_metrics.ini <==
; yosys + openroad results
[status]
status = completed

[timing]
tightest_slew_ns = 0.351
slew_viol_final = 0
setup-violations-final = 0
timing.slew.headroom = 0.765
finalClockPeriodUsage = 0.920
finalWorstPathRequiredPeriod_ns = 1.38
rsz0062_at_grt = false
report.final.hold_viol_count = 0
hold_slack_ns = 0.326
fmaxAchievable_ghz = 0.725
clock_skew_ns = 0
finalWorstSetupSlack_ns = 0.120
totalNegativeSetupSlack_ns = 0

[clocking]
htreeDepth = 1
clock_insertion_delay_worst_skew_ns = 0.25
worst_setup_hold_path_clk_slew_ns = 0.05
cts.root.buffer_cell = sky130_fd_sc_hd__clkbuf_4
tritoncts_num_sinks = 8
cts_made_buffers = 3
cts_tree = yes
postCtsResizedCells = 0
cts.path.max_buffers = 2
cts_setup_buffers = 0
post_cts_hold_buffer_count = 0

[setup_path]
critPathRequiredTime_ns = 1.20
regToRegStartpoint = Q[4]
timing.critical_path.buf_inv = 1
worstSetupPathDepth = 1
critical_path.slowest_cell = sky130_fd_sc_hd__clkdlybuf4s50_1
path_max_fanout = 2
critPathLaunch = Q[4]
reg2regPathDepth = 1
cp-start-kind = register
delay_contributed_by_the_slowest_stage_of_the_critical_path_ns = 0.47
cp.arrival_ns = 1.08
setup.worst_path.class = reg2out
critical_path.top_delay_family = buffers and inverters
end_kind = output port
timing.critical_path.cells = clkdlybuf4s50_1

[placement]
placedCellCount = 82
place.gp.congestion = 0.652
dpl_worst_slack_ns = 0.109
portBuffers = 18
dpl_cell_area_sq_um = 586

[final_layout]
final_cell_area_sq_um = 608
biggestRegsByFlops = Q x8
layout.core_utilization = 0.178
post_route_cells_drive_above_1_share = 0.333
layoutNonFillerInstCount = 85
largest_register_ffs = 8
registers.top_by_ff_count = Q
areaGrowthSynthToFinish_pct = 83.4

[job]
stage_log_warnings = 25
max_cap_viol_count = 0

[synthesis]
yosys.stat.chipArea_sq_um = 332
synth_area_per_cell_sq_um = 19.5
synth_stat.cells = 17
synthCells = 17
synth.yosys.seq_area_share = 0.604
synth-warning-count = 1
synthDistinctLibCells = 3
area_of_the_mapped_netlist_sq_um = 332
synth.ff_latch_count = 8

[route]
antenna_diode_count = 0
drc_errors = 0
dr_total_vias = 211
postRouteAntennaNets = 0
avgRoutedWirePerCell_um = 10.0
drtPass1Iterations = 2
detail_route.iter0.violations = 3
via_per_inst = 2.48
routed_wirelength_um = 854

[power]
switching_power_mw = 0.100
fraction_of_power_spent_switching_nets = 0.191
power_frac_seq = 0.479
p_per_area_mw_per_mm2 = 863
max-vdd-ir-drop_v = 0.000328
leakage_nw = 0.258
portion_of_total_power_attributed_to_combinational_logic = 0.224
intPower_mw = 0.424
total_power_mw = 0.525
share_clk_of_total_power = 0.297

[global_routing]
gr-usage-met3 = 0.0261
grt_antenna_before_repair = 0
grt_pass1_vias = 234
grt_use_total = 0.0277
top_usage_layer = met1
global_route.usage.met2 = 0.0329
wire_length_of_the_first_global_routing_pass_um = 1260
grt_max_degree = 9
gr-total-overflow = 0
globalRouteMet1Util = 0.0365

[die]
number_of_placement_rows = 21
design.die.area_sq_mm = 0.00640
core_area_sq_mm = 0.00342
top_level_ports = 19
die_h_um = 80
initial_utilization = 0.0971
die.size.x_um = 80

[worst_hold_path]
holdCritPathClass = in2async
Yosys cell counts:
cell	n	area, sq um
sky130_fd_sc_hd__mux2_4	8	120
sky130_fd_sc_hd__dfrtp_1	8	200
sky130_fd_sc_hd__buf_6	1	11.3
cell families (layout without fill, tap and decap cells):
logic type             count (synthesis)  count (layout)  synth area share
muxes                                  8               8             0.362
DFF                                    8               8             0.604
buffers and inverters                  1              23            0.0340
final timing paths:
path	endpoint	slack, ns
hold / removal	Q[5]	0.33
hold reg to reg	Q[2]	0.51
min in group clk0	Q[2]	0.51
setup / recovery	Q[4]	0.12
setup reg to reg	Q[4]	0.73
max in group asynchronous	Q[4]	0.92
power by group through the flow:
| stage | logic, mW | registers, mW | clock network, mW |
|---|---|---|---|
| after CTS | 0.121 | 0.251 | 0.165 |
| after global routing | 0.126 | 0.254 | 0.183 |
| final | 0.117 | 0.251 | 0.156 |
cell usage in the layout, fill, tap and decap left out, drive strengths merged:
| master | instances |
|---|---|
| clkbuf | 3 |
| clkdlybuf4s50 | 18 |
| dfrtp | 8 |
| mux2 | 8 |
| buf | 2 |
per-layer routing:
layer,vias up,wire (um)
met5,-,0
met4,0,0
met3,0,124
met2,16,292
met1,92,438
li1,103,-
cell type report:
cell class / count / area, sq um
clock buffer: 3 / 22.5
fill: 389 / 2810
multi-input combinational: 8 / 120
sequential: 8 / 200
tap: 46 / 57.6
timing repair buffer: 20 / 208
Power is estimated from default activity; no workload was simulated.
